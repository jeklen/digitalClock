[/design/flow/config.mk]
export PLATFORM = sky130hd
export DESIGN_NAME = clock
export DESIGN_NICKNAME = clock
export VERILOG_FILES = /design/flow/design.v
export SDC_FILE = /design/flow/constraint.sdc
export NUM_CORES = 4
export LEC_CHECK = 1
export CORE_UTILIZATION = 30
[/design/flow/constraint.sdc]
current_design clock

set clk_period 6.3
set clk_io_pct 0.2

create_clock -name clk0 -period $clk_period [get_ports {clk}]

set non_clock_inputs [all_inputs -no_clocks]
set_input_delay [expr $clk_period * $clk_io_pct] -clock clk0 $non_clock_inputs
set_output_delay [expr $clk_period * $clk_io_pct] -clock clk0 [all_outputs]
[/design/flow/design.v]
`timescale 1ns / 1ps
module clock(
input wire[0:1] sw,
input clk,
input clr,
input seth,	 
input setm,	 
output reg[3:0] an,
output reg[6:0] atog,
output reg[3:0] secondLow,	 
output reg[3:0] secondHigh	 
);
reg [3:0] hourLow;	 
reg [3:0] hourHigh;	 
reg [3:0] minuteLow; 
reg [3:0] minuteHigh; 
reg [26:0] counter;	 
reg [7:0] hour;		 
reg [7:0] minute;	 
reg [7:0] hourc;	 
reg [7:0] minutec;	 
reg [7:0] second;	 
reg [3:0] digit;	 
reg [1:0] s;
integer i;			 
always@(posedge clk or posedge clr)
begin
if (clr == 1)
	begin
	counter <= 0;
	hourLow <= 0;
	hourHigh <=0;
	minuteLow <= 0;
	minuteHigh <= 0;
	secondLow <= 0;
	secondHigh <= 0;
	hour <= 0;
	minute <= 0;
	second <= 0;
	end
else if(counter == 50000000)
begin
	counter <= 0;
	if (setm == 1 && sw[1] == 0)	 
	begin
		if (minute == 59)
		begin
			minute <= 0;
			if (hour == 23 && sw[0] == 0)
			begin
			hour <= 0;
			end
			else if (hour == 11 && sw[0] == 1)
			begin
			hour <= 0;
			end
			else
			begin
			hour <= hour + 1;
			end
		end
		else if(minute < 59)
		begin
		minute <= minute + 1;
		end
	end
	if (setm == 1 && sw[1] == 1)	 
	begin
		if (minutec == 59)
		begin
		minutec <= 0;
		end
		else if (minutec < 59)
		begin
		minutec <= minutec + 1;
		end
	end
	if (seth ==1 && sw[1] == 0)	 
	begin
		if (hour == 23 && sw[0] == 0)
		begin
			hour <= 0;
			minute <= 0;
			second <= 0;
		end
		else if (hour == 11 && sw[0] == 1)
		begin
			hour <= 0;
			minute <= 0;
			second <= 0;
		end
		else
		begin
		hour <= hour + 1;
		end
	end
	if (seth == 1 && sw[1] == 1)  
	begin 
		if (hourc == 23 && sw[0] == 0)
		begin
		hourc <= 0;
		end
		else if (hourc == 11 && sw[0] == 1)
		begin
		hourc <= 0;
		end
		else
		begin
		hourc <= hourc + 1;
		end
	end
	if (second == 59)
	begin
		second <= 0;
		if (minute == 59)
		begin
			minute <= 0;
			if (hour == 23 && sw[0] == 0)
			begin
				hour <= 0;
				minute <= 0;
				second <= 0;
			end
			else if (hour == 11 && sw[0] == 1)
			begin
				hour <= 0;
				minute <= 0;
				second <= 0;
			end
			else
			begin
			hour <= hour + 1;
			end
		end
		else if (minute < 59)
		begin
		minute <= minute + 1;
		end	
	end
	else if(second < 59)
	begin
	second <= second + 1;
	end
	if (sw[0] == 0)
	begin
		if (sw[1] == 0)
		begin
			for (i=0; i<3; i=i+1) 
			begin
				if ((hour-i*10)<10)
				begin
					hourLow <= hour - i*10;
					hourHigh <= i;
					i = 3;
				end
			end
		end
		else if(sw[1] == 1)
		begin
			for (i=0; i<3; i=i+1) 
			begin
				if ((hourc-i*10)<10)
				begin
					hourLow <= hourc - i*10;
					hourHigh <= i;
					i = 3;
				end
			end		
		end
	end
	else if (sw[0] == 1)
	begin
		if (sw[1] == 0)
		begin
			for (i=0; i<2; i=i+1) 
			begin
				if ((hour-i*10)<10)
				begin
					hourLow <= hour - i*10;
					hourHigh <= i;
					i = 2;
				end
			end	
		end
		else if (sw[1] == 1)
		begin
			for (i=0; i<2; i=i+1) 
			begin
				if ((hourc-i*10)<10)
				begin
					hourLow <= hourc - i*10;
					hourHigh <= i;
					i = 2;
				end
			end	
		end
	end
	for (i=0; i<6; i=i+1) 
	begin
		if (sw[1] == 0)
		begin
			if((minute-i*10) < 10)
			begin
			minuteLow <= minute - i*10;
			minuteHigh <= i;
			i = 6;
			end
		end
		else if (sw[1] == 1)
		begin
			if((minutec-i*10) < 10)
			begin
			minuteLow <= minutec - i*10;
			minuteHigh <= i;
			i = 6;
			end
		end		
	end	
	if (minute == 0 || (hourc == hour && minute == minutec))
	begin
		if (secondLow == 0)
		begin
			secondLow <= 4'b1111;
			secondHigh <= 4'b1111;
		end
		else if (secondLow > 0)
		begin
			secondLow <= 4'b0000;
			secondHigh <= 4'b0000;
		end
	end
	else if (minute > 0)
	begin
	for(i=0; i<6; i=i+1) 
	begin
		if((second-i*10)<10)
		begin
		secondLow <= second - i*10;
		secondHigh <= i;
		i = 6;
		end
	end
	end
end
else
begin
	counter <= counter+1;
end
end
always@(*)
begin
	an = 4'b1111;
	s<=counter[14:13];
	an[s]=0;
	case(s)
		0:digit<=minuteLow;
		1:digit<=minuteHigh;
		2:digit<=hourLow;
		3:digit<=hourHigh;
	endcase
	case(digit)
       0:atog=7'b0000001;  
       1:atog=7'b1001111;  
       2:atog=7'b0010010;       
       3:atog=7'b0000110;  
       4:atog=7'b1001100;  
       5:atog=7'b0100100;  
       6:atog=7'b0100000;  
       7:atog=7'b0001111;  
       8:atog=7'b0000000;  
       9:atog=7'b0000100;  
       default:atog=7'b0000001; 
	endcase
end
endmodule
[/design/flow/run.sh]
#!/bin/bash
# OpenROAD 26Q1-2900-gdf79404cd8, Yosys 0.63+post, stock flow scripts
make -C /OpenROAD-flow-scripts/flow DESIGN_CONFIG=/design/flow/config.mk WORK_HOME=/design/flow/orfs finish
==> results.sh <==
# yosys + openroad results
export IMPL_outcome="completed"
export IMPL_post_cts_repair_setup_buffers=0
export IMPL_antenna_found_initial=1
export IMPL_power_density_mw_per_mm2=135
export IMPL_hp_class="reg -> reg"
export IMPL_period_used_pct=62.1
export IMPL_final_hold_violation_count=0
export IMPL_rows=60
export IMPL_cts_root_buffer="clkbuf_16"
export IMPL_topCellsByArea="dfrtp_1, ha_1, edfxtp_1"
export IMPL_tns_ns=0
export IMPL_endpoint_kind="output port"
export IMPL_worst_slew_pin_slew_ns=0.862
export IMPL_clk_latency_ns=0.36
export IMPL_fin_skew_ns=0.0155
export IMPL_syn_inst=973
export IMPL_die_h_microns=167
export IMPL_warning_count=66
export IMPL_area_growth_pct=9.82
export IMPL_yosysTopAreaCellShare_pct=22.9
export IMPL_wl_per_cell_microns=16.6
export IMPL_cts_sinks=91
export IMPL_wirelength_microns=21700
export IMPL_grt_pass1_vias=6810
export IMPL_grt_util_all_layers_pct=16.1
export IMPL_via_per_inst=5.55
export IMPL_power_mw=1.21
export IMPL_critical_path_max_stage_delay_ns=0.63
export IMPL_drtIter0Drc=597
export IMPL_die_area_sq_mm=0.0280
export IMPL_rsz0062_at_grt="false"
export IMPL_synth_flop_count=91
export IMPL_vias=7279
export IMPL_postSynth_topFlopCell="dfrtp_1"
export IMPL_critical_path_peak_fanout=12
export IMPL_clock_path_buffers=2
export IMPL_dr_pass1_iters=5
export IMPL_gr_total_overflow=0
export IMPL_setup_violations=0
export IMPL_die_width_microns=167
export IMPL_io_pins=25
export IMPL_synth_distinct_cells=88
export IMPL_finalCriticalPeriod_ns=3.92
export IMPL_critical_path_startpoint_type="flip-flop"
export IMPL_fin_ws_ns=2.38
export IMPL_hpwl_microns=15800
export IMPL_cts_tree="yes"
export IMPL_htree_levels=3
export IMPL_ant_nets=0
export IMPL_utilization_pct=33.5
export IMPL_ys_area_sq_mm=0.00819
export IMPL_dp_slack_ns=2.74
export IMPL_yosysCellCount=973
export IMPL_syn_area_per_cell_sq_um=8.42
export IMPL_relSlewSlack_pct=42.1
export IMPL_initCoreUtil_pct=30.5
export IMPL_ir_drop_v=0.000160
export IMPL_core_sq_mm=0.0269
export IMPL_path_clk_slew_ns=0.07
export IMPL_p_leak_nw=3.48
export IMPL_grt_max_degree=45
export IMPL_io_buffers=24
export IMPL_largest_area_cell="dfrtp_1"
export IMPL_criticalPathCategory="reg -> out"
export IMPL_n_fill_cell=2756
export IMPL_holdWs_ns=0.484
export IMPL_gp_congestion=0.901
export IMPL_drive_gt1_share_pct=6.19
export IMPL_max_freq_ghz=0.255
export IMPL_synthArstFlopShare_pct=82.4
export IMPL_postCtsResizedCells=0
export IMPL_edf_count=16
export IMPL_crit_required_ns=5.04
export IMPL_syn_area_sq_mm=0.00819
export IMPL_maxCapViolCount=0
export IMPL_grt_pass1_wl_microns=36200
export IMPL_arrival_ns=2.66
export IMPL_drc=0
export IMPL_cts_hold_buf=0
export IMPL_yosysWarnings=1
export IMPL_slew_violations=0
export IMPL_cp_cell_sequence="mux4_2, inv_1, ha_1, nor3b_1, clkdlybuf4s50_1"
export IMPL_ys_seq_share_pct=28.8
export IMPL_numCtsBuffers=9
export IMPL_cp_slowest_cell="dfrtp_1"
export IMPL_antenna_cells=0
-- registers in the layout, indices dropped and copies added, names as in the netlist --
signal	flops
counter	27
hour	8
hourHigh	4
hourLow	4
hourc	8
minute	8
minuteHigh	4
minuteLow	4
minutec	8
second	8
secondHigh	4
secondLow	4
-- worst max-delay path: cells and delay by family (launching register included) --
family | cells | cell delay [ns]
buffers and inverters | 2 | 0.63
DFF | 1 | 0.63
and+or+nand+nor | 1 | 0.26
adders and majority gates | 1 | 0.16
muxes | 1 | 0.62
-- placed cells by master (no fill, tap or decap), types with 23 or more instances in the layout --
| master | count |
|---|---|
| dfrtp_1 | 75 |
| nand4_1 | 23 |
| ha_1 | 61 |
| nor2_1 | 78 |
| clkdlybuf4s50_1 | 24 |
| nand2_1 | 87 |
| a21oi_1 | 56 |
| inv_1 | 40 |
| o21ai_0 | 58 |
| nor3_1 | 25 |
| xnor2_1 | 52 |
-- cell type report --
type                    count  area [sq um]  share of cell area [%]
flip-flops and latches     91          2360                    26.2
inverters                  42           159                    1.77
clock inverters             7          81.3                   0.904
clock buffers               9           225                    2.50
multi-input cells         787          5430                    60.4
repair buffers             34           315                    3.50
well taps                 341           427                    4.74
-- cell families (layout without fill, tap and decap cells) --
logic type	count (synthesis)	after routing	synth area share [%]
multiplexers	19	19	2.98
adder cells (fa/ha/maj)	61	61	9.32
XOR/XNOR	72	72	7.70
AND/OR/NAND/NOR	383	383	25.0
AND-OR/OR-AND	252	252	21.2
buffers and inverters	95	92	4.99
flip-flops	91	91	28.8
-- report_power, final --
| part | switching, mW | internal, mW | leakage [nW] |
|---|---|---|---|
| Combinational | 0.0233 | 0.0105 | 2.22 |
| Clock | 0.262 | 0.316 | 0.155 |
| Sequential | 0.00157 | 0.597 | 1.11 |
| Total | 0.287 | 0.924 | 3.48 |
-- final timing paths --
path / start / endpoint / slack [ns] / depth (start not counted)
min reg2reg: hourHigh[2] / hourHigh[2] / 0.48 / 1
min: hourHigh[2] / hourHigh[2] / 0.48 / 1
max reg2reg: minutec[3] / minuteHigh[1] / 2.90 / 9
max in group asynchronous: clr / minute[7] / 3.91 / 3
min in group asynchronous: clr / minuteLow[1] / 1.39 / 2
max: counter[13] / atog[4] / 2.38 / 5
-- cells in the mapped netlist, types with 8 or more instances --
library cell and number:
clkbuf_1 33, nand4_1 23, inv_1 41, mux2i_1 12, edfxtp_1 16, xnor2_1 52
nor2b_1 21, and2_1 14, ha_1 61, nor2_1 78, nor4b_1 11, o21a_1 8
nand2_1 87, and3_1 9, or3_1 14, nor4_1 14, a21oi_1 56, nand3_1 22
buf_2 15, dfrtp_1 75, a21o_1 10, a211oi_1 13, nor3_1 25, o21ai_0 58
o31ai_1 9, nand2b_1 18, xor2_1 20, a31oi_1 11
-- stage by stage --
stage | cells | instance area, sq um
after floorplan | 973 | 8190
after global placement | 1295 | 8690
after detailed placement | 1295 | 8690
after CTS | 1311 | 9000
after global routing | 1311 | 9000
final | 1311 | 9000
-- per-layer routing --
metal  vias up  track usage (%)  part of all wire (%)
li1       3566                -                     -
met1      3512             24.1                    48
met2       175             25.2                    46
met3        24             2.26                   4.5
met4         2             3.35                   1.9
met5         -                0                 0.060
Power and IR drop assume default switching activity.
